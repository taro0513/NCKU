--- design/flow/design.v ---
module adder_subtractor(A, B, select, out, overflow);
input [3:0] A,B;
input select;
output [3:0] out;
output overflow;
reg overflow;
reg [3:0] out;
reg [4:0] temp;
always @(A or B or select)
begin
  if(select == 1'b1) begin
  temp = A + B;
  out = temp[3:0];
  overflow = temp[4];
  end
  else begin
  if(B > A) begin
    temp = {1'b1, A};
    temp = temp - B;
    overflow = 1'b1;
    out = temp[3:0];
  end
  else begin
    out = A - B;
    overflow = 1'b0;
  end
  end
end
endmodule
--- design/flow/run.sh ---
#!/bin/bash
# OpenROAD 26Q1-2900-gdf79404cd8, Yosys 0.63+post, stock flow scripts
make -C /OpenROAD-flow-scripts/flow DESIGN_CONFIG=/design/flow/config.mk WORK_HOME=/design/flow/orfs finish
--- design/flow/config.mk ---
export PLATFORM = sky130hd
export DESIGN_NAME = adder_subtractor
export DESIGN_NICKNAME = adder_subtractor
export VERILOG_FILES = /design/flow/design.v
export SDC_FILE = /design/flow/constraint.sdc
export NUM_CORES = 4
export LEC_CHECK = 1
export CORE_AREA = 10 10 70 70
export DIE_AREA = 0 0 80 80
--- design/flow/constraint.sdc ---
current_design adder_subtractor

set clk_period 2.9
set clk_io_pct 0.2

create_clock -name clk0 -period $clk_period

set non_clock_inputs [all_inputs -no_clocks]
set_input_delay [expr $clk_period * $clk_io_pct] -clock clk0 $non_clock_inputs
set_output_delay [expr $clk_period * $clk_io_pct] -clock clk0 [all_outputs]
==> flow_metrics.py <==
# Metrics from the implementation run
metrics = {
    "detailed_routing": {
        "routed_wl_um": 849,
        "drc": 0,
        "final_antenna_net_count": 0,
        "wl_per_cell_um": 8.576,
        "vias": 290,
        "drtPass1Iterations": 2,
        "diodes": 0,
        "viasPerCell": 2.929,
        "drtIter0Drc": 1,
    },
    "final_timing": {
        "slew_headroom_pct": 70.68,
        "period_minus_slack_ns": 2.786,
        "worst_pin_slew_ns": 0.4384,
        "clock.fmax_mhz": 358.9,
        "slew_violations": 0,
        "hold_viol_final": 0,
        "setup_viol": 0,
        "finalClockPeriodUsage_pct": 96.08,
        "hold_slack_ns": 1.984,
    },
    "grt": {
        "gr-usage-met1_pct": 4.651,
        "grt_pass1_wl_um": 1566,
        "gr-total-overflow": 0,
        "grt_max_degree": 10,
        "busiest_layer": "met1",
        "met2_usage_pct": 3.451,
        "gr-usage-all-layers_pct": 2.894,
        "first_global_vias": 335,
        "met3_usage_pct": 1.364,
        "grt_antenna_before_repair": 0,
    },
    "flow_run": {
        "warning_count": 37,
        "drv_cap": 0,
    },
    "yosys": {
        "yosys.stat.seqShare_pct": 0,
        "avgSynthCellArea_sq_um": 8.217,
        "syn_inst": 37,
        "yosys_area_sq_um": 304.0,
        "yosys_warnings": 1,
        "synth_area_sq_um": 304.0,
        "synth_cell_types": 19,
        "yosysCellCount": 37,
    },
    "die": {
        "io_pins": 14,
        "core_sq_um": 3416,
        "die.size.y_um": 80,
        "initCoreUtil_pct": 8.901,
        "rows": 21,
        "die_area_sq_um": 6400,
        "die_w_um": 80,
    },
    "cells_and_area": {
        "areaGrowthSynthToFinish_pct": 78.19,
        "clkbuf_count": 0,
        "seqCellArea_sq_um": 0,
        "layout-drive-gt1-share_pct": 22.64,
        "seq_cells": 0,
    },
    "setup_path": {
        "critical_path_class": "in2out",
        "required_ns": 2.32,
        "crit_fanout": 2,
        "crit_arrival_ns": 2.21,
        "critPathCaptureType": "primary output",
        "startpoint_type": "primary input",
    },
    "outcome": {
        "status": "finished, final reports clean",
    },
    "pwr": {
        "powerDensity_nw_per_um2": 153.4,
        "p_leak_uw": 0.0002421,
        "total_power_uw": 83.11,
        "irDropWorstVdd_uv": 65.90,
    },
    "worst_hold_path": {
        "hold_class": "in2out",
    },
    "placement": {
        "place.gp.congestion": 0.7420,
        "port_buffers": 14,
        "dp_hpwl_um": 724.4,
    },
    "clocking": {
        "cts_hold_buffers": 0,
    },
}
-- per-stage QoR --
step	cell area, sq um	std cells	setup WS [ns]	TNS (ns)	util [%]
detailed placement	505.5	98	-0.2445	-0.7177	14.80
CTS	538.0	99	-0.1293	-0.1293	15.75
global placement	505.5	98	-0.2331	-0.6594	14.80
floorplan	304.0	37	0.8521	0	-
finish	541.8	99	0.1136	0	15.86
global route	541.8	99	-0.001198	-0.001198	15.86
-- logic make-up after synthesis --
family | Yosys count | synth area share, %
adders and majority gates | 10 | 46.09
xor gates and xnor gates | 2 | 5.762
and+or+nand+nor | 5 | 8.644
buffers and inverters | 10 | 14.81
AOI/OAI and AO/OA | 9 | 21.40
muxes | 1 | 3.292
-- worst max-delay path: stages --
cell and delay, ns:
clkdlybuf4s50_1 0.49, inv_1 0.05, ha_2 0.20, fa_2 0.35, mux2i_1 0.16, xor2_1 0.15, dlygate4sd2_1 0.22
-- layout by cell type, fill, tap and decap left out, types with 2 or more instances in the layout --
cell and n:
a21oi_1 2, inv_1 8, clkdlybuf4s50_1 9, o21ai_1 2, dlygate4sd2_1 3, ha_1 5, ha_2 2, buf_4 3
-- final timing paths --
kind | startpoint | end | cells after the start
max | A[0] | out[2] | 7
min | B[3] | overflow | 5
-- per-layer routing --
layer	vias up	wire length, um
li1	153	-
met1	123	503
met4	0	0
met3	0	114
met5	-	0
met2	14	232
-- repair_timing --
| item | 4_1_cts | 5_1_grt |
|---|---|---|
| gates resized | 11 | 2 |
| endpoints found under the setup margin | 4 | 3 |
| endpoints found under the hold margin | 0 | 0 |
| buffers inserted | 1 | 0 |
| pin swaps | 4 | 4 |
-- cells in the mapped netlist, types with 2 or more instances --
| cell | instances | area (sq um) |
|---|---|---|
| o21ai_0 | 2 | 10.01 |
| a21oi_1 | 2 | 10.01 |
| inv_1 | 8 | 30.03 |
| ha_1 | 8 | 100.1 |
| nor3_1 | 2 | 10.01 |
| fa_1 | 2 | 40.04 |
-- layout make-up --
class,count,area [sq um]
timing repair buffer,17,161.4
fill,401,2874
tap,46,57.56
multi-input combinational,27,289.0
inverter,9,33.78
-- where the power goes --
| group | switching [uW] | internal (uW) |
|---|---|---|
| registers | 0 | 0 |
| logic | 32.8 | 50.3 |
| clock network | 0 | 0 |
| total | 32.8 | 50.3 |
Power is estimated from default activity; no workload was simulated.
