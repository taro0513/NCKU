<file path="design/flow/run.sh">
#!/bin/bash
# OpenROAD 26Q1-2900-gdf79404cd8, Yosys 0.63+post, stock flow scripts
make -C /OpenROAD-flow-scripts/flow DESIGN_CONFIG=/design/flow/config.mk WORK_HOME=/design/flow/orfs finish
</file>
<file path="design/flow/config.mk">
export PLATFORM = sky130hd
export DESIGN_NAME = specialized_mutiplier
export DESIGN_NICKNAME = specialized_mutiplier
export VERILOG_FILES = /design/flow/design.v
export SDC_FILE = /design/flow/constraint.sdc
export NUM_CORES = 4
export LEC_CHECK = 1
export CORE_AREA = 10 10 70 70
export DIE_AREA = 0 0 80 80
</file>
<file path="design/flow/constraint.sdc">
current_design specialized_mutiplier

set clk_period 1.0
set clk_io_pct 0.2

create_clock -name clk0 -period $clk_period

set non_clock_inputs [all_inputs -no_clocks]
set_input_delay [expr $clk_period * $clk_io_pct] -clock clk0 $non_clock_inputs
set_output_delay [expr $clk_period * $clk_io_pct] -clock clk0 [all_outputs]
</file>
<file path="design/flow/design.v">
module specialized_mutiplier(SW, HEX);
input [3:0] SW;
output [6:0] HEX;
reg [6:0] HEX;
always @(SW)
    begin
        case(SW)
            4'b0000:HEX <= 7'b1000000;
            4'b0001:HEX <= 7'b1111001;
            4'b0010:HEX <= 7'b0100100;
            4'b0011:HEX <= 7'b1111000;
            4'b0100:HEX <= 7'b0010000;
            4'b0101:HEX <= 7'b0000011;
            4'b0110:HEX <= 7'b0000011;
            4'b0111:HEX <= 7'b0100001;
            4'b1000:HEX <= 7'b0001110;
            default:HEX <= 7'b1000000;
        endcase
    end
endmodule
</file>
==> datasheet_impl.txt <==
Physical design parameters

Parameter                              Value

Setup path
  Ordered list of cells on the worst path .................. buf_8, inv_6, ha_4, nand2_4, o22a_1, buf_2
  Arrival time of data at the critical path endpoint .................. 0.91 ns
  Top delay family on crit path .................. buffers and inverters
  Sum of buffers and inverters on the critical path .................. 3
  Biggest cell delay along the critical path .................. 0.23 ns
  Cell with the biggest individual delay on the critical path .................. o22a_1
  Category of the worst setup path capture point .................. output pin
  Maximum net fanout on the critical path .................. 4
  Class of the most critical setup path .................. input port to output pin
  Critical Path Source Type .................. input port
  Required time worst endpoint .................. roughly 0.80 ns

Global route
  Gr usage total .................. 0.0199
  Congestion Overflow GR .................. 0
  Wire length of the first global-routing pass .................. 1.07 mm
  Number of antenna violations at the first check in global routing .................. 0
  Number of global-route vias before repair .................. 200
  Maximum number of pins on one net before global-route repair .................. 11

Floorplan
  Overall die area .................. 6400 µm²
  Die height .................. 80 µm
  Number of placed I/O pins .................. 11
  Floorplan utilization .................. 0.0513
  Floorplan Core Area .................. between 3000 and 4000 µm²
  Die width .................. 80 µm
  Num rows .................. 21

Synth
  Share of the yosys chip area belonging to registers .................. 0
  Mapped Area .................. 175 µm²
  Synthesized instance count .................. 23
  Unique cell types .................. 14
  Per-instance average area after synthesis .................. roughly 7.6 µm²
  YS chip area .................. approximately 180 µm²
  Total number of yosys warnings .................. 1
  Count of instantiated cells in the yosys netlist .................. 23

Outcome
  Run status .................. finished with violations
  Violated checks .................. negative setup slack

Placement
  Placer congestion estimate .................. between 0.7 and 0.8
  Hpwl dp .................. 483 µm
  Worst slack at placement .................. -0.982 ns
  Post-Place Cell Area .................. 369 µm²
  Cell Count Post-Placement .................. 84
  Number of buffers added on ports .................. 11

Final timing
  Fin Hold WS .................. 0.744 ns
  Setup Viol. Count Final .................. 5
  Setup repair after global routing missed its margin .................. yes
  Slew Viols, Final .................. 0
  Shortest period the worst path allows .................. around 1.1 ns
  Maximum operating frequency .................. around 900 MHz
  Least setup slack across all paths after layout .................. -0.114 ns
  Max-slew headroom .................. 0.895
  Final period utilization .................. 1.11
  Count of endpoints failing hold in the final timing report .................. 0
  Slew of the pin with the lowest slew margin .................. 0.154 ns
  Final TNS setup .................. -0.425 ns

Power
  VDD IR-drop max .................. approximately 55 µV
  Static power due to leakage .................. ~0.19 nW
  Post-route total power .................. 147 µW
  Power density of the placed cells .................. 330 nW/µm²

Route
  Initial DRT Pass Iterations .................. 2
  Via count .................. 225
  Total length of routed wires .................. 673 µm
  Post-detailed-route DRC marker count .................. 0
  Via density per instance .................. 2.62
  Detail Route Antenna Nets .................. 0
  Violation count after the first detailed-route iteration .................. 24
  Ant diodes .................. 0
  Wirelength per Cell .................. 7.83 µm

Final layout
  Commonest cells after routing, fill and taps aside .................. 8 x buf_2, 4 x ha_4, 4 x buf_6
  Seq. cell area .................. 0 µm²
  Synthesis-to-finish area growth .................. 155%
  Post-layout utilization of the core .................. 0.131
  Fill cell count .................. 397
  Fraction of layout instances using a drive strength above 1 .................. 0.750
  Number of sequential cells in the layout .................. 0
  Post-layout instance area .................. 447 µm²
  Most frequent logic cell in the layout .................. buf_2
  Non-filler instance count after layout .................. 86
  CLK BUF .................. 0
  Multi-input logic area .................. 229 µm²

Clocking
  Hold-fix buffers at CTS .................. 0

Run
  Max_cap viols .................. 0
  Tool warnings .................. 37

Hold path
  Path class of the lowest-slack min-delay path .................. input port to output pin
power by group:
group          leakage, nW  internal (mW)  switching (mW)
clock                    0              0               0
sequential               0              0               0
combinational        0.190         0.0852          0.0622
total                0.190         0.0852          0.0622
final cells by class:
type | count | share of cell area
inverter | 2 | 0.0336
multi-input combinational | 20 | 0.513
tap | 46 | 0.129
timing repair buffer | 18 | 0.325
worst paths after layout:
| path | slack (ns) | cells past startpoint | from | end |
|---|---|---|---|---|
| worst min-delay path | 0.74 | 3 | SW[2] | HEX[3] |
| worst max-delay path | -0.11 | 6 | SW[0] | HEX[6] |
synthesized netlist by cell type (all sizes together):
cell	n	area share
nor2b	2	0.11
o22a	1	0.050
nand3b	1	0.043
buf	1	0.064
nand2	1	0.036
nand2b	2	0.071
a21oi	2	0.057
inv	2	0.043
ha	4	0.29
nor3	1	0.029
o21ai	1	0.029
nor2	3	0.064
mux2i	2	0.11
repair_timing:
action,in CTS,in global routing
resized,60,7
pin swaps,7,8
setup endpoints to repair,7,7
setup buffers,1,1
cloned,0,0
routing by layer:
layer  part of all wire  global-route usage  routed length, µm
met3               0.17              0.0114                115
met5                  0                   0                  0
met4                  0                   0                  0
met2               0.26              0.0185                177
met1               0.56              0.0349                380
logic make-up (layout without fill, tap and decap cells):
family          after synthesis  after routing  synth area share
simple gates                 10             10             0.357
fa+ha+maj                     4              4             0.286
compound gates                4              4             0.136
buf+inv                       3             20             0.107
mux                           2              2             0.114
Power and IR drop assume default switching activity.
